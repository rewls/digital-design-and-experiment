File: /design/flow/run.sh
#!/bin/bash
# OpenROAD 26Q1-2900-gdf79404cd8, Yosys 0.63+post, stock flow scripts
make -C /OpenROAD-flow-scripts/flow DESIGN_CONFIG=/design/flow/config.mk WORK_HOME=/design/flow/orfs finish
File: /design/flow/config.mk
export PLATFORM = sky130hd
export DESIGN_NAME = sig_control
export DESIGN_NICKNAME = sig_control
export VERILOG_FILES = /design/flow/design.v
export SDC_FILE = /design/flow/constraint.sdc
export NUM_CORES = 4
export LEC_CHECK = 1
export CORE_AREA = 10 10 70 70
export DIE_AREA = 0 0 80 80
File: /design/flow/constraint.sdc
current_design sig_control

set clk_period 1.5
set clk_io_pct 0.2

create_clock -name clk0 -period $clk_period [get_ports {clock}]

set non_clock_inputs [all_inputs -no_clocks]
set_input_delay [expr $clk_period * $clk_io_pct] -clock clk0 $non_clock_inputs
set_output_delay [expr $clk_period * $clk_io_pct] -clock clk0 [all_outputs]
File: /design/flow/design.v
`timescale 1 ns / 1 ns
module sig_control(hwy, cntry, x, clock, clear, y2rdelay, r2gdelay);
output reg [1:0] hwy, cntry;   
input x;  
input clock, clear;
input [2:0] y2rdelay, r2gdelay;
reg [10:0] y2rcounter, r2gcounter;
parameter RED = 2'd0,
		  YELLOW = 2'd1,
		  GREEN = 2'd2;
parameter s0 = 3'd0,   
		  s1 = 3'd1,   
		  s2 = 3'd2,   
		  s3 = 3'd3,   
		  s4 = 3'd4;   
reg [2:0] state;
reg [2:0] next_state;
initial
begin
	y2rcounter = 10'd0;
	r2gcounter = 10'd0;
end
always @(state)
begin
	hwy = GREEN;
	cntry = RED;
	case (state)
		s0:;
		s1: hwy = YELLOW;
		s2: hwy = RED;
		s3:
		begin
			hwy = RED;
			cntry = GREEN;
		end
		s4:
		begin
			hwy = RED;
			cntry = YELLOW;
		end
	endcase
end
always @(state)
begin
	y2rcounter = 10'd0;
	r2gcounter = 10'd0;
end
always @(posedge clock)
begin
	if (clear)
		state <= s0;
	else
	begin
		case (state)
			s1:
				if (y2rcounter == y2rdelay)
					state <= next_state;
				else
					y2rcounter = y2rcounter + 1;
			s2:
				if (r2gcounter == r2gdelay)
					state <= next_state;
				else
					r2gcounter = r2gcounter + 1;
			s4:
				if (y2rcounter == y2rdelay)
					state <= next_state;
				else
					y2rcounter = y2rcounter +1;
			default:
				state <= next_state;
		endcase
	end
end
always @(state or x)
begin
	case (state)
		s0:
			if(x)
				next_state = s1;
			else
				next_state = s0;
		s1:
			next_state = s2;
		s2:
			next_state = s3;
		s3:
			if (x)
				next_state = s3;
			else
				next_state = s4;
		s4:
			next_state = s0;
		default:
			next_state = s0;
	endcase
end
endmodule
==> results.toml <==
# generated from flow reports
[synth]
synth_cell_type_count = 11
syn_area_um2 = 213
yosysSeqAreaShare_pct = 47.1
yosysWarnings = 1
ys_cells = 24
ys.flops = 5
yosys_area_um2 = 213
syn_inst = 24
syn_avg_cell_area_um2 = 8.86

[die]
pin_count = 13
die_width_um = 80
fp.dieH_um = 80
floorplan.core_util_pct = 6.23
core_mm2 = 0.00342
die-area_mm2 = 0.00640
placementRows = 21

[critical_path]
path_cells = "clkdlybuf4s50_1"
end_kind = "output port"
critPathLaunchType = "flip-flop"
cp-startpoint = "state[1]"
cp.required_ns = 1.20
cp_slowest_cell = "clkdlybuf4s50_1"
r2r_start = "state[3]"
critical-path-max-stage-delay_ns = 0.51
critical_path_buf_inv_count = 1
critical_path.max_fanout = 4
crit_arrival_ns = 1.15
critPathKind = "reg2out"
path_delay_family = "buffers and inverters"

[clock_tree]
clock-sinks = 5
hold_buffers = 0
tritoncts = "yes"
cts_buffers = 3
worstSkewPairLatency_ns = 0.24
cts_buffer_depth = 2
cts.clk_slew.worst_paths_ns = 0.04
htree_num_levels = 1
root_buffer = "clkbuf_4"

[timing]
finalHoldViolCount = 0
period_needed_ns = 1.45
worstMarginPinSlew_ns = 0.220
fmax_ghz = 0.690
relSlewSlack_pct = 85.2
drv_slew = 0
timing.hold.ws_ns = 0.465
min_period_over_period_pct = 96.7
setup_viol = 0
rsz0062_at_grt = "false"
tns_ns = 0
fin_skew_ns = 0.000600
setup_slack_ns = 0.0497

[final_layout]
stdcell_count = 88
regMostFlops = "state"
largest_reg_flops = 5
final_layout_size_suffix_gt1_share_pct = 26.2
syn2layout_area_growth_pct = 113
reg.largest.list = "state (5)"

[placement]
place_hpwl_um = 600
gp_congestion = 0.801
dpl.cell_count = 84
portBuffers = 12
place_ws_ns = 0.0591

[global_route]
antenna_found_initial = 0
grt_pass1_vias = 275
grt-ovfl-total = 0
grt_pass1_wl_um = 1200
grt_max_degree = 6
grt_usage_pct = 2.36

[route]
drt_iter0_markers = 4
wl_per_cell_um = 8.10
postRouteAntennaNets = 0
via_per_inst = 2.84
firstDrtPassIters = 4
drc = 0
wl_um = 713
n_antenna_cell = 0
dr_total_vias = 250

[outcome]
status = "finished clean"

[worst_hold_path]
hp-start = "state[0]"
hp-class = "reg2reg"

[flow_run]
warnings = 25
drv_cap = 0

[pwr]
power.density_mw_per_mm2 = 774
p_leak_nw = 0.169
power_uw = 351
vdd_ir_drop_max_v = 0.000482
[cells in the final DEF (no fill, tap or decap), drive strengths merged]
cell type	netlist	routed
nor4	1	1
dlymetal6s2s	0	1
or4b	2	2
clkbuf	3	4
a21oi	4	4
a221o	1	1
nand2b	1	1
nand2	2	2
dlygate4sd2	0	1
clkdlybuf4s50	0	10
nor3	1	1
inv	1	1
dfxtp	5	5
o31ai	3	3
buf	0	5
[final cells by class]
type                       count  area [µm²]
fill                         413        2960
timing repair buffer          17         159
multi-input combinational     15         104
sequential                     5         103
tap                           46        57.6
clock buffer                   4        26.3
inverter                       1        3.75
[metrics by stage]
stage	utilization (%)	instance area [µm²]
6_report	13.3	453
5_1_grt	13.3	453
4_1_cts	13.2	449
3_5_place_dp	12.2	417
3_3_place_gp	12.2	417
2_1_floorplan	-	213
[power by group]
part	switching, mW	internal [mW]	total (mW)
Clock	0.0538	0.100	0.154
Sequential	0.00300	0.139	0.142
Combinational	0.0166	0.0381	0.0548
[synth_stat cells]
| cell | n | area, µm² |
|---|---|---|
| a21oi_1 | 4 | 20.0 |
| a221o_1 | 1 | 10.0 |
| clkbuf_1 | 3 | 11.3 |
| dfxtp_1 | 5 | 100 |
| inv_1 | 1 | 3.75 |
| nand2_1 | 2 | 7.51 |
| nand2b_1 | 1 | 6.26 |
| nor3_1 | 1 | 5.00 |
| nor4_1 | 1 | 6.26 |
| o31ai_1 | 3 | 22.5 |
| or4b_1 | 2 | 20.0 |
[path summary, 6_finish.rpt]
path	end	slack (ns)	depth (start not counted)
worst max-delay path	cntry[0]	0.05	1
worst min-delay path	state[3]	0.47	2
worst max register to register	state[2]	0.44	3
worst min register to register	state[3]	0.47	2
[routing by layer]
layer,track usage [%],wire length [µm],vias to the layer above
met4,0.352,0,0
met2,2.57,221,18
li1,-,-,127
met1,3.00,331,105
met5,0,0,-
met3,2.61,160,0
[logic make-up (layout without fill, tap and decap cells)]
logic type             Yosys count  in the layout  synth area share, %
AND-OR/OR-AND                    8              8                 24.7
AND/OR/NAND/NOR                  7              7                 21.2
buffers and inverters            4             22                 7.06
flip-flops                       5              5                 47.1
[timing repair]
action,in CTS,in global routing
buffers inserted,0,0
pin swaps,0,0
resized,3,2
endpoints found under the setup margin,1,2
