### ./run.sh
#!/bin/bash
# OpenROAD 26Q1-2900-gdf79404cd8, Yosys 0.63+post, stock flow scripts
make -C /OpenROAD-flow-scripts/flow DESIGN_CONFIG=/design/flow/config.mk WORK_HOME=/design/flow/orfs finish
### ./config.mk
export PLATFORM = sky130hd
export DESIGN_NAME = fsm
export DESIGN_NICKNAME = fsm
export VERILOG_FILES = /design/flow/design.v
export SDC_FILE = /design/flow/constraint.sdc
export NUM_CORES = 4
export LEC_CHECK = 1
export CORE_AREA = 10 10 70 70
export DIE_AREA = 0 0 80 80
### ./constraint.sdc
current_design fsm

set clk_period 1.5
set clk_io_pct 0.2

create_clock -name clk0 -period $clk_period [get_ports {CLK}]

set non_clock_inputs [all_inputs -no_clocks]
set_input_delay [expr $clk_period * $clk_io_pct] -clock clk0 $non_clock_inputs
set_output_delay [expr $clk_period * $clk_io_pct] -clock clk0 [all_outputs]
### ./design.v
module fsm(Y_OUT, CLK, nRST, X_IN);
output reg Y_OUT;
input CLK, nRST, X_IN;
parameter s0 = 2'd0,
		  s1 = 2'd1,
		  s2 = 2'd2;
reg [1:0] state, next_state;
reg [1:0] s0_to_s1_counter, s1_to_s2_counter;
initial
begin
	Y_OUT = 1'd0;
	state = 2'd0;
	next_state = 2'd0;
	s0_to_s1_counter = 2'd0;
	s1_to_s2_counter = 2'd0;
end
always @(state)
begin
	s0_to_s1_counter = 2'd0;
	s1_to_s2_counter = 2'd0;
end
always @(posedge CLK)
begin
	if (nRST)
	begin
		case (state)
			s1:
				if (s0_to_s1_counter == 2'd3)
					state <= next_state;
				else
					s0_to_s1_counter = s0_to_s1_counter + 1;
			s2:
				if (s1_to_s2_counter == 2'd2)
					state <= next_state;
				else
					s1_to_s2_counter = s1_to_s2_counter + 1;
			default:
				state <= next_state;
		endcase
	end
	else
		state <= s0;
end
always @(state)
begin
	case (state)
		s0:
			Y_OUT = 1'b0;
		s1:
			Y_OUT = 1'b1;
		s2:
			Y_OUT = 1'b0;
	endcase
end
always @(state or X_IN)
begin
	case (state)
		s0:
			if (X_IN)
				next_state = s1;
			else
				next_state = s0;
		s1:
			if (X_IN)
				next_state = s2;
			else
				next_state = s0;
		s2:
			if (X_IN)
				next_state = s1;
			else
				next_state = s0;
	endcase
end
initial
begin
    $dumpfile("test.vcd");
    $dumpvars(0, top);
end
endmodule
==> out/results.txt <==
WP data arrival = 1.19 ns
Dpl cells = 63
Worst-path clk slew = 0.03 ns
Top cells by area = dlxtn_1 28%, dfxtp_1 25%, ha_1 16%
Antenna cells = 0
Cells after synthesis = 14
Slowest CP cell = dfxtp_1
Post-Route WL = 321 um
Num CTS Buffers = 3
TNS Setup = 0 ns
Vias = 110
MaxCap Viol Count = 0
LEAKAGE = 0.108 nW
Final Hold Viols = 0
Clk_skew = 0.000988 ns
H-tree depth = 1
Cell family with most CP delay = flip-flops
Core area = 3420 um^2
Finished Layout Cells = 66
Syn. warnings = 3
FF-to-FF End = state[1]
Worst reg2reg setup slack = 0.42 ns
Final Util = 7.88%
Post-route worst setup slack = 0.421 ns
CP required = 1.61 ns
Min-delay worst type = reg2reg
Cell taking the most area after synthesis = dlxtn_1
Peak Freq = 0.927 GHz
Die width = 80 um
Final setup vio count = 0
Layout area overhead = 69.3%
Post-DP HPWL = 237 um
Wire per inst = 4.86 um
Worst-margin pin slew = 0.142 ns
Crit. End Element = flop
Io pins = 4
Mean Syn Cell Area = 11.4 um^2
RePlAce Congestion = 0.596
Final antenna-violating net count = 0
Rel. slew slack = 90.2%
Global-route wire length before repair = 579 um
Late-Pin Clk Latency = 0.23 ns
Peak supply drop = 0.113 mV
DRC = 0
1st-iter DRT viols = 0
End of the worst hold path = state[1]
RSZ-0062 raised after global routing = no
Max stage delay on crit path = 0.33 ns
Overall Global Routing Usage = 1.25%
Critical path cell sequence = inv_1 > ha_1 > mux2i_1 > nor2b_1
Die height = 80 um
Synthesized flop and latch total = 5
Core utilization at floorplan = 4.65%
Pre-CTS setup slack = 0.426 ns
IO Port Bufs = 3
FF-to-FF Start = state[1]
CP startpoint kind = flop
Largest net degree at the start of global routing = 4
Hold Buf Count CTS = 0
P per Cell Area = 711 nW/um^2
Endpoints left unconstrained = 4
Chip area = 6400 um^2
CP Class = reg2reg
Ys cells = 14
Clk buf depth = 2
Netlist cell types = 7
Post-CTS setup buffers = 0
Tool warnings = 26
Status = complete, no violations
Crit path buf inv count = 1
WHS Path Cells = 2
Top cell area share = 28.3%
Crit-path max FO = 3
Register pins left without a clock = 3
Row Count = 21
Vias/cell = 1.67
Final critical-path required period = 1.08 ns
Initial antenna violation count = 0
CTS tree = built
Vias in the first global route = 137
Global route total overflow = 0
Layout cells sized above 1 = 15.0%
Mapped Area = 159 um^2
Slew Limit Fails = 0
Period Utilization, post-route = 71.9%
Resize count post-CTS = 0
Root buffer cell = clkbuf_4
R2R depth = 4
YS chip area = 159 um^2
Hold Startpoint = state[1]
Pre-antenna DRT Iters = 1
-- routing by layer --
metal,wire (um),GRT usage [%],share of wire [%]
met2,85,1.12,26
met4,27,0.880,8.4
met1,121,1.26,38
met5,0,0,0
met3,87,1.82,27
-- power breakdown --
| group | internal, mW | switching (mW) |
|---|---|---|
| Clock | 0.0885 | 0.0343 |
| Combinational | 0.00847 | 0.00345 |
| Sequential | 0.0556 | 0.000831 |
| Total | 0.153 | 0.0386 |
-- metrics by stage --
| stage | cell area [um^2] | power, mW | hold WS (ns) |
|---|---|---|---|
| global placement | 246 | 0.0684 | 0.524 |
| finish | 269 | 0.191 | 0.551 |
| detailed placement | 246 | 0.0691 | 0.545 |
| global route | 269 | 0.211 | 0.619 |
| floorplan | 159 | 0.0626 | 0.428 |
| CTS | 269 | 0.199 | 0.553 |
-- how the worst max path moves through the flow --
| stage | cells after the start | to | from |
|---|---|---|---|
| 4_1_cts | 4 | state[1] | state[1] |
| 5_1_grt | 4 | state[1] | state[1] |
| 6_report | 4 | state[1] | state[1] |
-- logic make-up after synthesis --
| group | after synthesis | synth area share [%] |
|---|---|---|
| buffers and inverters | 1 | 2.36 |
| and+or+nand+nor | 4 | 15.8 |
| DFF | 2 | 25.2 |
| adders and majority gates | 2 | 15.7 |
| muxes | 2 | 12.6 |
| latches | 3 | 28.3 |
-- cells in the final DEF, fill, tap and decap left out, drive strengths merged --
cell and n:
ha 2, and2 1, clkbuf 3, mux2i 2, dfxtp 2, inv 1
clkdlybuf4s50 3, nor2b 3, dlxtn 3
-- layout make-up --
| class | count | area (um^2) |
|---|---|---|
| fillers | 413 | 3150 |
| flip-flops and latches | 5 | 85.1 |
| multi-input cells | 8 | 70.1 |
| well taps | 46 | 57.6 |
| repair buffers | 3 | 30.0 |
| clock buffers | 3 | 22.5 |
| inverters | 1 | 3.75 |
-- tightest hold or removal path: cells and delay by family, from the launching register on --
kind	cells	cell delay, ns
flops	1	0.33
simple gates	1	0.10
mux	1	0.08
-- cell usage after synthesis --
| cell type | count |
|---|---|
| dlxtn_1 | 3 |
| nor2b_1 | 3 |
| dfxtp_1 | 2 |
| ha_1 | 2 |
| mux2i_1 | 2 |
| and2_1 | 1 |
| inv_1 | 1 |
-- state kept, by name (all words and copies together) (netlist names) --
register    cells
next_state      2
Y_OUT           1
state           2
Power is estimated from default activity; no workload was simulated.
