`flow/run.sh`:
```
#!/bin/bash
# OpenROAD 26Q1-2900-gdf79404cd8, Yosys 0.63+post, stock flow scripts
make -C /OpenROAD-flow-scripts/flow DESIGN_CONFIG=/design/flow/config.mk WORK_HOME=/design/flow/orfs finish
```
`flow/config.mk`:
```
export PLATFORM = sky130hd
export DESIGN_NAME = sha256
export DESIGN_NICKNAME = sha256
export VERILOG_FILES = /design/flow/design.v
export SDC_FILE = /design/flow/constraint.sdc
export NUM_CORES = 4
export LEC_CHECK = 1
export CORE_UTILIZATION = 40
```
`flow/constraint.sdc`:
```
current_design sha256

set clk_period 128.8
set clk_io_pct 0.2

create_clock -name clk0 -period $clk_period [get_ports {CLK}]

set non_clock_inputs [all_inputs -no_clocks]
set_input_delay [expr $clk_period * $clk_io_pct] -clock clk0 $non_clock_inputs
set_output_delay [expr $clk_period * $clk_io_pct] -clock clk0 [all_outputs]
```
`flow/design.v`:
```
module sha256(DONE, SHA256OUT, CLK, nRST, START, SHA512IN);
output reg DONE;
output reg [256 - 1:0] SHA256OUT;
input CLK, nRST, START;
input [512 - 1:0] SHA512IN;
parameter reset = 2'd0,
		  init = 2'd1,
		  main = 2'd2,
		  finish = 2'd3;
reg [512 - 1:0] data;
reg [256 - 1:0] hash;
reg [32 - 1:0] a, b, c, d, e, f, g, h, T1, T2, K[0:64 - 1], W[0:64 - 1];
reg [1:0] state, next_state;
reg [6:0] round_counter;
initial begin
	K[0] = 32'h428a2f98; K[1] = 32'h71374491; K[2] = 32'hb5c0fbcf;
	K[3] = 32'he9b5dba5; K[4] = 32'h3956c25b; K[5] = 32'h59f111f1;
	K[6] = 32'h923f82a4; K[7] = 32'hab1c5ed5; K[8] = 32'hd807aa98;
	K[9] = 32'h12835b01; K[10] = 32'h243185be; K[11] = 32'h550c7dc3;
	K[12] = 32'h72be5d74; K[13] = 32'h80deb1fe; K[14] = 32'h9bdc06a7;
	K[15] = 32'hc19bf174; K[16] = 32'he49b69c1; K[17] = 32'hefbe4786;
	K[18] = 32'h0fc19dc6; K[19] = 32'h240ca1cc; K[20] = 32'h2de92c6f;
	K[21] = 32'h4a7484aa; K[22] = 32'h5cb0a9dc; K[23] = 32'h76f988da;
	K[24] = 32'h983e5152; K[25] = 32'ha831c66d; K[26] = 32'hb00327c8;
	K[27] = 32'hbf597fc7; K[28] = 32'hc6e00bf3; K[29] = 32'hd5a79147;
	K[30] = 32'h06ca6351; K[31] = 32'h14292967; K[32] = 32'h27b70a85;
	K[33] = 32'h2e1b2138; K[34] = 32'h4d2c6dfc; K[35] = 32'h53380d13;
	K[36] = 32'h650a7354; K[37] = 32'h766a0abb; K[38] = 32'h81c2c92e;
	K[39] = 32'h92722c85; K[40] = 32'ha2bfe8a1; K[41] = 32'ha81a664b;
	K[42] = 32'hc24b8b70; K[43] = 32'hc76c51a3; K[44] = 32'hd192e819;
	K[45] = 32'hd6990624; K[46] = 32'hf40e3585; K[47] = 32'h106aa070;
	K[48] = 32'h19a4c116; K[49] = 32'h1e376c08; K[50] = 32'h2748774c;
	K[51] = 32'h34b0bcb5; K[52] = 32'h391c0cb3; K[53] = 32'h4ed8aa4a;
	K[54] = 32'h5b9cca4f; K[55] = 32'h682e6ff3; K[56] = 32'h748f82ee;
	K[57] = 32'h78a5636f; K[58] = 32'h84c87814; K[59] = 32'h8cc70208;
	K[60] = 32'h90befffa; K[61] = 32'ha4506ceb; K[62] = 32'hbef9a3f7;
	K[63] = 32'hc67178f2;
	hash = {
		32'h6A09E667, 32'hBB67AE85, 32'h3C6EF372, 32'hA54FF53A, 32'h510E527F, 32'h9B05688C, 32'h1F83D9AB, 32'h5BE0CD19
	};
	next_state = 2'd0;
	round_counter = 5'd0;
end
always @(START) begin
	if (START) begin
		data = SHA512IN;
	end
end
always @(DONE) begin
	if (DONE) begin
		SHA256OUT = hash;
	end else begin
		SHA256OUT = 256'd0;
	end
end
always @(state or START or DONE) begin
	case (state)
		reset: begin
			if (START) begin
				next_state = init;
			end
		end
		init: begin
			next_state = main;
		end
		main: begin
			next_state = finish;
		end
		finish: begin
			if (DONE) begin
				next_state = reset;
			end
		end
	endcase
end
always @(posedge CLK) begin
	if (nRST) begin
		if (state == main) begin
			if (round_counter == 64) begin
				state <= next_state;
			end
		end else begin
			state <= next_state;
		end
	end else begin
		state <= reset;
	end
end
always @(state) begin
	case (state)
		init: begin
			W[0] = data[16 * 32 - 1:15 * 32];
			W[1] = data[15 * 32 - 1:14 * 32];
			W[2] = data[14 * 32 - 1:13 * 32];
			W[3] = data[13 * 32 - 1:12 * 32];
			W[4] = data[12 * 32 - 1:11 * 32];
			W[5] = data[11 * 32 - 1:10 * 32];
			W[6] = data[10 * 32 - 1:9 * 32];
			W[7] = data[9 * 32 - 1:8 * 32];
			W[8] = data[8 * 32 - 1:7 * 32];
			W[9] = data[7 * 32 - 1:6 * 32];
			W[10] = data[6 * 32 - 1:5 * 32];
			W[11] = data[5 * 32 - 1:4 * 32];
			W[12] = data[4 * 32 - 1:3 * 32];
			W[13] = data[3 * 32 - 1:2 * 32];
			W[14] = data[2 * 32 - 1:1 * 32];
			W[15] = data[1 * 32 - 1:0 * 32];
			a = hash[32 * 8 - 1:32 * 7];
			b = hash[32 * 7 - 1:32 * 6];
			c = hash[32 * 6 - 1:32 * 5];
			d = hash[32 * 5 - 1:32 * 4];
			e = hash[32 * 4 - 1:32 * 3];
			f = hash[32 * 3 - 1:32 * 2];
			g = hash[32 * 2 - 1:32 * 1];
			h = hash[32 * 1 - 1:32 * 0];
		end
		finish: begin
			hash[32 * 8 - 1:32 * 7] = a + hash[32 * 8 - 1:32 * 7];
			hash[32 * 7 - 1:32 * 6] = b + hash[32 * 7 - 1:32 * 6];
			hash[32 * 6 - 1:32 * 5] = c + hash[32 * 6 - 1:32 * 5];
			hash[32 * 5 - 1:32 * 4] = d + hash[32 * 5 - 1:32 * 4];
			hash[32 * 4 - 1:32 * 3] = e + hash[32 * 4 - 1:32 * 3];
			hash[32 * 3 - 1:32 * 2] = f + hash[32 * 3 - 1:32 * 2];
			hash[32 * 2 - 1:32 * 1] = g + hash[32 * 2 - 1:32 * 1];
			hash[32 * 1 - 1:32 * 0] = h + hash[32 * 1 - 1:32 * 0];
			DONE = 1'b1;
		end
		default: begin
			DONE = 1'b0;
		end
	endcase
end
always @(posedge CLK) begin
	if (state == main) begin
		if (round_counter >= 16) begin
			W[round_counter] = (((((W[round_counter - 2])) >> (17)) | (((W[round_counter - 2])) << (32 - (17)))) ^ ((((W[round_counter - 2])) >> (19)) | (((W[round_counter - 2])) << (32 - (19)))) ^ ((W[round_counter - 2]) >> 10)) + W[round_counter - 7] + (((((W[round_counter - 15])) >> (7)) | (((W[round_counter - 15])) << (32 - (7)))) ^ ((((W[round_counter - 15])) >> (18)) | (((W[round_counter - 15])) << (32 - (18)))) ^ ((W[round_counter - 15]) >> 3)) + W[round_counter - 16];
		end
		T1 = h + (((((e)) >> (6)) | (((e)) << (32 - (6)))) ^ ((((e)) >> (11)) | (((e)) << (32 - (11)))) ^ ((((e)) >> (25)) | (((e)) << (32 - (25))))) + (((e) & (f)) ^ (~(e) & (g))) + K[round_counter] + W[round_counter];
		T2 = (((((a)) >> (2)) | (((a)) << (32 - (2)))) ^ ((((a)) >> (13)) | (((a)) << (32 - (13)))) ^ ((((a)) >> (22)) | (((a)) << (32 - (22))))) + (((a) & (b)) ^ ((a) & (c)) ^ ((b) & (c)));
		h = g;
		g = f;
		f = e;
		e = d + T1;
		d = c;
		c = b;
		b = a;
		a = T1 + T2;
		round_counter = round_counter + 1;
	end
end
endmodule
```
==> flow.log <==
[flow] summary of implementation run
[metrics] result of the run: stopped before the end
[metrics] share of async-settable or async-resettable flops after synthesis: 0%
[metrics] post-synth tally of flip-flops with integrated enable: 2,311
[metrics] first error: ERROR: Found 768 problems in 'check -assert'.
[metrics] step where the flow halted: synthesis (1_2_yosys)
[metrics] top cell type's share of synthesized area: 34.0%
[metrics] distinct cell type count of the synthesized netlist: 116
[metrics] leading post-synthesis cells by cell area: sky130_fd_sc_hd__edfxtp_1 (34%), sky130_fd_sc_hd__dlxtp_1 (11%), sky130_fd_sc_hd__a22oi_1 (9.9%)
[metrics] Synth area leader: sky130_fd_sc_hd__edfxtp_1
[metrics] cells in synth_stat.txt: 21,800
[metrics] flip-flop cell with the highest count after synthesis: sky130_fd_sc_hd__edfxtp_1
[metrics] Yosys chip area: 0.204 mm²
[metrics] count of yosys warnings during synthesis: 2
[metrics] Flops after synth: 3,852
-- cells in the mapped netlist (all sizes together), types with 262 or more instances --
| cell | n |
|---|---|
| nand3 | 711 |
| nand2 | 2639 |
| xnor2 | 405 |
| ha | 396 |
| a21oi | 415 |
| a22o | 904 |
| nor2 | 707 |
| and2 | 302 |
| clkbuf | 1640 |
| nand4 | 666 |
| inv | 466 |
| o21ai | 2361 |
| dlxtp | 1536 |
| a22oi | 2690 |
| a221oi | 922 |
| edfxtp | 2311 |
| buf | 262 |
| nor3 | 265 |
-- logic make-up after synthesis --
group / count (synthesis) / share of synthesized area, %
muxes: 164 / 0.894
latches: 1539 / 11.3
xor gates and xnor gates: 581 / 2.53
and+or+nand+nor: 5896 / 13.6
buffers and inverters: 2373 / 4.43
DFF: 2313 / 34.0
adders and majority gates: 599 / 4.39
AOI/OAI and AO/OA: 8339 / 28.8
